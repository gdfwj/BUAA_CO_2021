==> flow/design.v <==
`timescale  1ns/1ns
`timescale  1ns/1ns
`timescale  1ns/1ns
`timescale  1ns/1ns
`timescale  1ns/1ns
`timescale  1ns/1ns
`timescale  1ns/1ns
`timescale  1ns/1ns
`timescale  1ns/1ns
`timescale 1ns / 1ps
module GRF(
    input [4:0] Address1,
    input [4:0] Address2,
    input [4:0] AdressWrite,
    input clk,
    input reset,
    input WE,
    input [31:0] WD,
	 input [31:0] PC,
    output [31:0] RD1,
    output [31:0] RD2
    );
	 reg [31:0] stack_reg [31:0];
	 assign RD1 = stack_reg[Address1];
	 assign RD2 = stack_reg[Address2];
	 integer i;
	 always @(posedge clk) begin
		if(reset==1) begin
			for(i=0;i<=31;i=i+1)begin
				stack_reg[i]<=0;
			end
		end
		else begin
			if(WE==1) begin
				if(AdressWrite!=0)begin
					stack_reg[AdressWrite]<=WD;
				end
				else stack_reg[AdressWrite]<=stack_reg[AdressWrite];
			end
			else stack_reg[AdressWrite]<=stack_reg[AdressWrite];
		end
	 end
	 initial begin
		for(i=0;i<=31;i=i+1)begin
				stack_reg[i]<=0;
		end
	 end
endmodule
==> flow/run.sh <==
#!/bin/bash
# OpenROAD 26Q1-2900-gdf79404cd8, Yosys 0.63+post, stock flow scripts
make -C /OpenROAD-flow-scripts/flow DESIGN_CONFIG=/design/flow/config.mk WORK_HOME=/design/flow/orfs finish
==> flow/config.mk <==
export PLATFORM = sky130hd
export DESIGN_NAME = GRF
export DESIGN_NICKNAME = GRF
export VERILOG_FILES = /design/flow/design.v
export SDC_FILE = /design/flow/constraint.sdc
export NUM_CORES = 4
export LEC_CHECK = 1
export CORE_UTILIZATION = 30
==> flow/constraint.sdc <==
current_design GRF

set clk_period 14.6
set clk_io_pct 0.2

create_clock -name clk0 -period $clk_period [get_ports {clk}]

set non_clock_inputs [all_inputs -no_clocks]
set_input_delay [expr $clk_period * $clk_io_pct] -clock clk0 $non_clock_inputs
set_output_delay [expr $clk_period * $clk_io_pct] -clock clk0 [all_outputs]
==> summary.txt <==
yosys + openroad results -> met3 Usage GRT 11.4%, slowest stage delay, CP 710 ps, hold path depth 2, Post-Syn Instances 4606, Syn Area/Cell 12.2 um^2, die y size 434 um, Hold Crit Class in -> reg, Seq share, synth 54.9%, DRT iter0 DRCs 2408, H-tree depth 3, P per Cell Area 113 nW/um^2, pin count of the biggest net entering global routing 91, All-Layer GR Usage 21.4%, DRT Wirelength 193000 um, crit path DAT 7080 ps, Remaining Overflow, GRT 0, Commonest flop edfxtp_1, met2 Resource Use GR 33.6%, outcome finished clean, port bufs 113, Vias/cell 5.25, Yosys chip area 56000 um^2, MaxCap Viol Count 0, Final Critical Period 10000 ps, asr flop ratio synth 0%, total tool warning count 58, Clock Pin Slew Worst Setup and Hold Paths 60 ps, Wirelength per Cell 27.1 um, number of distinct library cells after synthesis 31, data required time at the worst endpoint 11680 ps, die width 434 um, # DRC 0, CTS resizes 0, FF+latch count, synth 1024, Static Leak 24.0 nW, Post-CTS Hold Buffers 0, RSZ-0062 raised after global routing no, CTS Buffer Depth 3, post-CTS setup buffers 0, CP endpoint kind primary output, # clock sinks 1024, family with the most delay on the worst path buffers and inverters, io pins 146, final period utilization 68.5%, row cnt 158, number of enable flip-flop cells 1024, layout cell share with drive strength beyond 1 8.17%, Core Box Area 185000 um^2, Peak supply drop 88.5 uV, hold path endpoint stack_reg[0][5]$_SDFFCE_PN0P_, Rel. slew slack 35.8%, max frequency 100 MHz, Final Hold Fails 0, cell-by-cell trace of the critical path clkdlybuf4s50_1 -> nor2b_4 -> buf_4 -> buf_12 -> a22o_1 -> nor3_1 -> a31oi_1 -> nand3_1 -> clkdlybuf4s50_1, CP Max Fanout 73, gp weighted congestion 0.876, TritonCTS Buffers 110, Buf+Inv Stages, Crit Path 4, cells in synth_stat.txt 4606, full die area 188000 um^2, clk root buf clkbuf_16, total negative setup slack 0 ps, hold slack 2920 ps, initial antenna violation count 14, max-slew violation count 0, vias in the first global route 37936, WS Path Type in -> out, number of flip-flops under the largest register name 1024, M1 GR Usage 24.0%, CTS tree built, most crowded layer after global routing met2, Synthesis Warnings 1, Post-Syn Area 56000 um^2, Startpoint Class primary input, Post-DRT Antenna Nets 0, first-pass GRT wire length 271000 um, worst hold path startpoint reset, final setup vio count 0, worst-margin pin slew 960 ps, slowest CP cell nor2b_4, FP Core Util 30.2%, Initial DRT Pass Iterations 7, CP most frequent cell clkdlybuf4s50_1, post-DP HPWL 110000 um, synth-to-layout area growth 12.4%, via count 37487, Top cells excl fill/tap 1024 x mux2i_1, 1024 x edfxtp_1, 992 x and2_1
## metal layers
layer / part of all wire (%) / wire length, um / vias up
met5: 0.20 / 384 / -
met4: 5.2 / 10000 / 16
met3: 12 / 24000 / 494
met2: 48 / 92000 / 2170
met1: 35 / 66900 / 18055
li1: - / - / 16752
## power by group
group	internal (mW)	leakage (nW)	switching, mW
registers	3.40	9.75	0.0747
logic	0.306	12.5	0.543
clock network	1.59	1.72	1.18
total	5.29	24.0	1.80
## cells by family after synthesis
group           count (synthesis)  synth area share (%)
simple gates                 1535                  15.7
other cells                     1               0.00670
mux                          1024                  18.3
flops                        1024                  54.9
compound gates                576                  7.01
buf+inv                       446                  4.07
## how the worst max path moves through the flow
stage,from,endpoint,slack (ps),depth (start not counted)
6_report,Address2[2],RD2[6],4600,9
5_1_grt,Address2[2],RD2[15],4500,9
4_1_cts,Address2[2],RD2[6],4720,9
## metrics by stage
step | utilization (%) | instance area (um^2) | cells | power (mW) | setup slack, ps
3_5_place_dp | 32.1 | 59400 | 6925 | 4.37 | 4730
4_1_cts | 33.9 | 62900 | 7129 | 7.12 | 4720
3_3_place_gp | 32.1 | 59400 | 6925 | 4.36 | 4730
5_1_grt | 34.0 | 63000 | 7134 | 7.29 | 4500
6_report | 34.0 | 63000 | 7138 | 7.09 | 4600
2_1_floorplan | - | 56100 | 4637 | 4.01 | 7690
## Yosys cell counts, types with 15 or more instances
| master | instances | share of area, % |
|---|---|---|
| or2_2 | 33 | 0.37 |
| a21oi_1 | 192 | 1.7 |
| clkbuf_2 | 15 | 0.13 |
| clkbuf_1 | 245 | 1.6 |
| buf_1 | 26 | 0.17 |
| nor3_1 | 64 | 0.57 |
| nor2_1 | 17 | 0.11 |
| and2_1 | 994 | 11 |
| edfxtp_1 | 1024 | 55 |
| nand3_1 | 193 | 1.7 |
| mux2i_1 | 1024 | 18 |
| a31oi_1 | 64 | 0.71 |
| a22oi_1 | 192 | 2.6 |
| buf_4 | 66 | 0.88 |
| a22o_1 | 128 | 2.0 |
| buf_6 | 34 | 0.68 |
| nand2_1 | 196 | 1.3 |
| buf_2 | 57 | 0.51 |
## final cells by class
| class | instances | area, um^2 |
|---|---|---|
| Clock buffer | 136 | 2890 |
| Sequential cell | 1024 | 30700 |
| Multi-Input combinational cell | 3167 | 23300 |
| Tap cell | 2480 | 3100 |
| Antenna cell | 9 | 22.5 |
| Timing Repair Buffer | 254 | 2270 |
| Clock inverter | 68 | 617 |
| Fill cell | 17856 | 122000 |
No activity file was given, so power comes from the tool's default toggle rates.
