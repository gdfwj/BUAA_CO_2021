==> design/flow/design.v <==
`timescale  1ns/1ns
`timescale  1ns/1ns
`timescale  1ns/1ns
`timescale  1ns/1ns
`timescale  1ns/1ns
`timescale  1ns/1ns
`timescale  1ns/1ns
`timescale  1ns/1ns
`timescale  1ns/1ns
`timescale 1ns / 1ps
module TC2(
    input clk,
    input reset,
    input [31:2] Addr,
    input WE,
    input [31:0] Din,
    output [31:0] Dout,
    output IRQ
    );
	reg [1:0] state;
	reg [31:0] mem [2:0];
	reg _IRQ;
	assign IRQ = mem[0][3] & _IRQ;
	assign Dout = mem[Addr[3:2]];
	wire [31:0] load = Addr[3:2] == 0 ? {28'h0, Din[3:0]} : Din;
	integer i;
	always @(posedge clk) begin
		if(reset) begin
			state <= 0; 
			for(i = 0; i < 3; i = i+1) mem[i] <= 0;
			_IRQ <= 0;
		end
		else if(WE) begin
			mem[Addr[3:2]] <= load;
		end
		else begin
			case(state)
				2'b00 : if(mem[0][0]) begin
					state <= 2'b01;
					_IRQ <= 1'b0;
				end
				2'b01 : begin
					mem[2] <= mem[1];
					state <= 2'b10;
				end
				2'b10  : 
					if(mem[0][0]) begin
						if(mem[2] > 1) mem[2] <= mem[2]-1;
						else begin
							mem[2] <= 0;
							state <= 2'b11;
							_IRQ <= 1'b1;
						end
					end
					else state <= 2'b00;
				default : begin
					if(mem[0][2:1] == 2'b00) mem[0][0] <= 1'b0;
					else _IRQ <= 1'b0;
					state <= 2'b00;
				end
			endcase
		end
	end
endmodule
==> design/flow/run.sh <==
#!/bin/bash
# OpenROAD 26Q1-2900-gdf79404cd8, Yosys 0.63+post, stock flow scripts
make -C /OpenROAD-flow-scripts/flow DESIGN_CONFIG=/design/flow/config.mk WORK_HOME=/design/flow/orfs finish
==> design/flow/config.mk <==
export PLATFORM = sky130hd
export DESIGN_NAME = TC2
export DESIGN_NICKNAME = TC2
export VERILOG_FILES = /design/flow/design.v
export SDC_FILE = /design/flow/constraint.sdc
export NUM_CORES = 4
export LEC_CHECK = 1
export CORE_UTILIZATION = 50
==> design/flow/constraint.sdc <==
current_design TC2

set clk_period 5.9
set clk_io_pct 0.2

create_clock -name clk0 -period $clk_period [get_ports {clk}]

set non_clock_inputs [all_inputs -no_clocks]
set_input_delay [expr $clk_period * $clk_io_pct] -clock clk0 $non_clock_inputs
set_output_delay [expr $clk_period * $clk_io_pct] -clock clk0 [all_outputs]
==> qor.yml <==
synthTopCellsByArea: "sky130_fd_sc_hd__edfxtp_1 (57%), sky130_fd_sc_hd__mux4_2 (11%), sky130_fd_sc_hd__nor2_1 (4.5%)"
vias_per_cell: 5.98
final_design_area_no_fill_sq_um: 8330
fin_cells: 836
total_via_count_in_the_routed_design: 5002
ys_seq_elements: 133
yosys_warn_count: 1
setup_total_negative_slack_ns: 0
synth_area_sq_um: 6800
diode_insertion_count_for_antenna_repair: 0
yosys.stat.chipArea_sq_um: 6800
globalRouteOverflowTotal: 0
detailedRoute.firstIterationViolations: 399
placeableCoreArea_sq_um: 13200
cp_data_required_time_ns: 4.72
total_leakage_power_nw: 3.08
synthArstFlopShare: 0
grt_util_all_layers: 0.294
number_of_global_route_vias_before_repair: 5095
layout-drive-gt1-share: 0.141
post-synth-top-count-cell: "sky130_fd_sc_hd__edfxtp_1"
wire_per_inst_um: 21.7
grt_start_max_net_pins: 34
place_area_sq_um: 7830
finalClockSkew_ns: 0.00595
clock_tree.htree_level_count: 4
cts.sink_count: 133
cts_repair_resize_count: 0
flop_cell: "sky130_fd_sc_hd__edfxtp_1"
peakVddDrop_v: 0.000163
place.gp.congestion: 0.882
yosysCellCount: 552
timing.critical_path.fanout_max: 20
endpoint_kind_of_the_worst_setup_timing_path: "primary output"
total_of_fill_cells_in_the_finished_design: 1050
syn_inst: 552
initial_core_util: 0.513
outcome: "finished, final reports clean"
detail_route.drc_violations: 0
openroad.warnings: 55
boundaryPins: 98
postRouteWirelength_um: 18100
crit-reg2reg-capture: "mem[2][22]"
r2r_cells: 6
grt_first_pass_wirelength_um: 28100
netlist-cell-type-count: 54
core.rowCount: 42
area_delta_synth_final_pct: 22.6
min-delay-start: "state[3]"
post_cts_hold_buffer_count: 0
report.final.hold_viol_count: 0
port_buffers: 69
ctsRootBufferMaster: "sky130_fd_sc_hd__clkbuf_16"
timing.final.max_slew_violations: 0
timing.max_cap.violations: 0
cts_inserted_buffers: 17
detailedRoute.firstPassIterationCount: 5
finalSetupViolCount: 0
hold_path_end: "state[3]"
detail-route-antenna-nets: 0
post_synth_tally_of_flip_flops_with_integrated_enable: 128
initial_antenna_violation_count: 0
grt_setup_unrepaired: "false"
proportion_of_synthesized_chip_area_in_sequential_cells: 0.580
synth_top_cell_by_area: "sky130_fd_sc_hd__edfxtp_1"
clock_slew_at_the_register_clock_pins_of_the_worst_setup_and_hold_paths_ns: 0.05
dpl.cell_count: 806
rr_startpoint: "mem[2][5]"
cp.arrival_ns: 3.27
power-per-cell-area_nw_per_um2: 278
die-area_sq_um: 14100
cts_post_setup_buffers_inserted: 0
worstSetupStartpoint: "Addr[2]"
postSynthAreaPerCell_sq_um: 12.3
r2r_slack_ns: 3.04
timing.slew.headroom: 0.469
area_leader_share: 0.566
setup.worst_path.start_class: "input port"
clock_tree.buffer_depth: 2
min_delay_path_depth: 2
dp_hpwl_um: 11000
maximum_clock_frequency_mhz: 225
cts_tree: "done"
ys_top_cells_by_count: "sky130_fd_sc_hd__edfxtp_1 (128), sky130_fd_sc_hd__nor2_1 (81), sky130_fd_sc_hd__nand2_1 (43)"
die_y_um: 119
path_class: "in2out"
worst_max_slew_pin_slew_ns: 0.797
post_route_fraction_of_the_period_consumed_by_the_critical_path: 0.753
die.size.x_um: 119
hold_path_class: "reg2reg"
worst_skew_pair.late_latency_ns: 0.42
period_minus_slack_ns: 4.45
## critical path: stages
cell,delay [ns]
sky130_fd_sc_hd__buf_2,0.56
sky130_fd_sc_hd__buf_4,0.48
sky130_fd_sc_hd__mux4_2,0.60
sky130_fd_sc_hd__clkdlybuf4s50_1,0.44
## cell families after synthesis
| kind of cell | after synthesis | share of synthesized area |
|---|---|---|
| AOI/OAI and AO/OA | 58 | 0.0602 |
| xor gates and xnor gates | 27 | 0.0348 |
| adders and majority gates | 2 | 0.00368 |
| buffers and inverters | 45 | 0.0261 |
| DFF | 133 | 0.580 |
| muxes | 33 | 0.108 |
| other | 1 | 0.000552 |
| and+or+nand+nor | 253 | 0.187 |
## placed cells by master, fill, tap and decap left out, drive strengths merged, types with 2 or more instances in the layout
| master | instances |
|---|---|
| nor4 | 18 |
| nand2b | 3 |
| nor2 | 82 |
| conb | 28 |
| and3 | 12 |
| and4 | 2 |
| o211ai | 3 |
| a31oi | 4 |
| clkdlybuf4s50 | 67 |
| nand2 | 43 |
| a32o | 2 |
| mux4 | 32 |
| and2 | 14 |
| nand3 | 30 |
| a21oi | 20 |
| or4 | 6 |
| inv | 8 |
| nand4 | 4 |
| nor3 | 24 |
| clkinv | 6 |
| o21ai | 6 |
| o31ai | 2 |
| clkbuf | 22 |
| edfxtp | 128 |
| xor2 | 19 |
| or2 | 6 |
| ha | 2 |
| xnor2 | 8 |
| buf | 21 |
| a221oi | 9 |
| dfxtp | 5 |
| or3 | 6 |
## per-stage QoR
step | hold slack (ns) | power (mW) | utilization | worst slack (ns)
2_1_floorplan | 0.423 | 1.28 | - | 1.09
3_3_place_gp | 0.439 | 1.40 | 0.591 | 1.43
3_5_place_dp | 0.444 | 1.41 | 0.591 | 1.43
4_1_cts | 0.452 | 2.32 | 0.629 | 1.41
5_1_grt | 0.479 | 2.39 | 0.629 | 1.31
6_report | 0.447 | 2.31 | 0.629 | 1.45
## cell type report
class / instances / area, sq um / share of cell area
clock inverter: 8 / 61.3 / 0.00736
tap: 176 / 220 / 0.0264
timing repair buffer: 88 / 823 / 0.0988
sequential: 133 / 3940 / 0.473
inverter: 8 / 30.0 / 0.00360
multi-input combinational: 401 / 2810 / 0.337
clock buffer: 22 / 444 / 0.0533
## power breakdown
part / total (mW) / internal, mW / leakage, nW / switching (mW)
combinational: 0.263 / 0.136 / 1.53 / 0.127
sequential: 1.13 / 1.10 / 1.31 / 0.0311
clock: 0.924 / 0.564 / 0.241 / 0.360
total: 2.31 / 1.80 / 3.08 / 0.518
## flip-flops by register name, summed over array words and instances, names as in the netlist
register,cells
_IRQ,1
mem,128
state,4
## worst max-delay path by stage
stage          end  cells after the start
6_report  Dout[26]                      4
5_1_grt   Dout[26]                      4
4_1_cts   Dout[26]                      4
## layer usage
| layer | global-route usage | up-vias | share of wire |
|---|---|---|---|
| met2 | 0.437 | 269 | 0.47 |
| met1 | 0.445 | 2425 | 0.40 |
| li1 | - | 2271 | - |
| met4 | 0.0562 | 0 | 0.023 |
| met3 | 0.132 | 37 | 0.11 |
| met5 | 0 | - | 0 |
No activity file was given, so power comes from the tool's default toggle rates.
