$ cat flow/constraint.sdc
current_design TC1

set clk_period 7.3
set clk_io_pct 0.2

create_clock -name clk0 -period $clk_period [get_ports {clk}]

set non_clock_inputs [all_inputs -no_clocks]
set_input_delay [expr $clk_period * $clk_io_pct] -clock clk0 $non_clock_inputs
set_output_delay [expr $clk_period * $clk_io_pct] -clock clk0 [all_outputs]
$ cat flow/run.sh
#!/bin/bash
# OpenROAD 26Q1-2900-gdf79404cd8, Yosys 0.63+post, stock flow scripts
make -C /OpenROAD-flow-scripts/flow DESIGN_CONFIG=/design/flow/config.mk WORK_HOME=/design/flow/orfs finish
$ cat flow/design.v
`timescale  1ns/1ns
`timescale  1ns/1ns
`timescale  1ns/1ns
`timescale  1ns/1ns
`timescale  1ns/1ns
`timescale  1ns/1ns
`timescale  1ns/1ns
`timescale  1ns/1ns
`timescale  1ns/1ns
`timescale 1ns / 1ps
module TC1(
    input clk,
    input reset,
    input [31:2] Addr,
    input WE,
    input [31:0] Din,
    output [31:0] Dout,
    output IRQ
    );
	reg [1:0] state;
	reg [31:0] mem [2:0];
	reg _IRQ;
	assign IRQ = mem[0][3] & _IRQ;
	assign Dout = mem[Addr[3:2]];
	wire [31:0] load = Addr[3:2] == 0 ? {28'h0, Din[3:0]} : Din;
	integer i;
	always @(posedge clk) begin
		if(reset) begin
			state <= 0; 
			for(i = 0; i < 3; i = i+1) mem[i] <= 0;
			_IRQ <= 0;
		end
		else if(WE) begin
			mem[Addr[3:2]] <= load;
		end
		else begin
			case(state)
				2'b00 : if(mem[0][0]) begin
					state <= 2'b01;
					_IRQ <= 1'b0;
				end
				2'b01 : begin
					mem[2] <= mem[1];
					state <= 2'b10;
				end
				2'b10  : 
					if(mem[0][0]) begin
						if(mem[2] > 1) mem[2] <= mem[2]-1;
						else begin
							mem[2] <= 0;
							state <= 2'b11;
							_IRQ <= 1'b1;
						end
					end
					else state <= 2'b00;
				default : begin
					if(mem[0][2:1] == 2'b00) mem[0][0] <= 1'b0;
					else _IRQ <= 1'b0;
					state <= 2'b00;
				end
			endcase
		end
	end
endmodule
$ cat flow/config.mk
export PLATFORM = sky130hd
export DESIGN_NAME = TC1
export DESIGN_NICKNAME = TC1
export VERILOG_FILES = /design/flow/design.v
export SDC_FILE = /design/flow/constraint.sdc
export NUM_CORES = 4
export LEC_CHECK = 1
export CORE_UTILIZATION = 30
==> changes_impl.md <==
## Implementation

- Inst Count DP: 910
- Initial antenna violation count: 0
- Least-Margin Pin Slew: 0.810 ns
- Placement Rows: 54
- Path class of the lowest-slack min-delay path: reg -> reg
- Part of the cycle the worst path needs: 68.2%
- Clock tree from TritonCTS: built
- Die width: 153 um
- Fraction of final layout cells sized beyond drive strength 1: 15.3%
- Pre-CTS setup slack: 2.29 ns
- Total die size: 23300 um^2
- Category of the worst setup path launch point: input port
- CTS H-tree lvls: 4
- Type of the setup path with the least slack: in -> out
- Number of violations of the max-capacitance limit: 0
- FMAX: 201 MHz
- Final HPWL from detailed placement: 11500 um
- Cell type with the largest total area after synthesis: sky130_fd_sc_hd__edfxtp_1
- Number of sinks driven by the clock tree: 133
- Post-detailed-route DRC marker count: 0
- Most frequent cells after synthesis: sky130_fd_sc_hd__edfxtp_1 (128), sky130_fd_sc_hd__nor2_1 (81), sky130_fd_sc_hd__nand2_1 (43)
- Synthesis-stage register bit count: 133
- Final-report setup violation count: 0
- Sequential cell area fraction in the yosys report: 58.0%
- Critical Path Source: Addr[2]
- Warning total across the stage logs: 54
- Initial drt markers: 347
- RSZ-0062 raised after global routing: no
- Netlist Area Pre-Place: 6800 um^2
- Mapped Cells: 552
- Total power per unit cell area: 233 nW/um^2
- Endpoint of the most critical setup path: Dout[14]
- Final standard cell count with taps included and fillers excluded: 943
- Vert. Die Dim: 153 um
- Critical Path End Type: primary output
- Core Density at Floorplan: 30.9%
- Final critical-path required period: 4.98 ns
- Most instantiated flip-flop cell in the synthesis netlist: sky130_fd_sc_hd__edfxtp_1
- Overall fraction of global-route tracks in use: 17.3%
- Top cell type by instance count after synthesis: sky130_fd_sc_hd__edfxtp_1
- Weighted congestion reported at the end of routability-driven placement: 0.822
- Number of global-route vias before repair: 4945
- Endpoint of the worst register-to-register path: mem[2][10]$_SDFFCE_PN0P_
- Area fraction of the dominant cell type after synthesis: 56.6%
- Maximum number of pins on one net before global-route repair: 40
- Total met3 wirelength after detailed routing: 1630 um
- Area post-placement: 7960 um^2
- Worst Skew: 0.00672 ns
- Routed wire length: 18400 um
- Crit path depth: 4
- DR vias: 4828
- Average size of a mapped cell: 12.3 um^2
- Reg-to-reg setup timing slack: 4.50 ns
- Port bufs: 69
- Final number of hold-violating endpoints: 0
- Arrival time worst endpoint: 3.52 ns
- Top Metal Used: met4
- Top cells by area, synth: sky130_fd_sc_hd__edfxtp_1 (57%), sky130_fd_sc_hd__mux4_2 (11%), sky130_fd_sc_hd__nor2_1 (4.5%), sky130_fd_sc_hd__xor2_1 (2.4%), sky130_fd_sc_hd__nand2_1 (2.4%)
- Highest cell delay on the worst timing path: 0.62 ns
- Std-Cell Core Area: 22000 um^2
- Post-CTS Setup Bufs: 0
- Post-route design area: 8560 um^2
- Ports placed on the boundary: 98
- Share of synthesized registers carrying an async set or reset: 0%
- Family with the most delay on the worst path: buffers and inverters
- Clock latency reported for the late side of the worst-skew pair: 0.42 ns
- Area delta synth->final: 25.9%
- Final Max Slew Viols: 0
- Routed wirelength normalized by instance count: 19.5 um
- Leakage power total: 3.14 nW
- Root buf cell: sky130_fd_sc_hd__clkbuf_16
- Critical path peak fanout: 21
- Number of different library cells in the post-synthesis netlist: 54
- Cell total in the yosys stat output: 552
- FF-to-FF Start: mem[2][5]$_SDFFCE_PN0P_
- Worst ir drop on vdd: 0.146 mV
- Global-route wire length before repair: 28600 um
- Clock slew seen by the registers of the worst setup and hold paths: 0.05 ns
- TNS Setup: 0 ns
- Number of enable flip-flop cells: 128
- Number of nets with antenna violations after detailed routing: 0
- Post-DR vias/cell: 5.12
- Length of routed wiring on met1: 7820 um
- Number of buffers inserted during clock tree synthesis: 17
- Worst Path Required: 5.84 ns
- Worst slew margin: 45.8%
- Worst-path cell chain: buf_2 -> buf_4 -> mux4_2 -> clkdlybuf4s50_1
- DR WL met2: 8700 um
- Post-synth area from yosys stat: 6800 um^2
- Status: finished, final reports clean
- Utilization of the core after routing: 38.8%
- Number of hold buffers added after cts: 0
- Worst Reg2Reg Path Length in Cells: 6
- Number of warnings reported in the yosys synthesis log: 1
- Buffer and inverter count on the worst path: 3
- First-pass iteration count of the detailed router: 17
- Total grt overflow: 0
- Slowest library cell on the worst path: sky130_fd_sc_hd__mux4_2
- Slack of the critical path: 2.32 ns
- Post-cts repair resize count: 0
- Maximum count of clock buffers along a single path: 2
-- worst min-delay path by stage --
stage               startpoint                to  slack (ns)  cells past startpoint
finish        state[3]$_DFF_P_  state[3]$_DFF_P_        0.45                      2
global route  state[3]$_DFF_P_  state[3]$_DFF_P_        0.46                      2
CTS           state[3]$_DFF_P_  state[3]$_DFF_P_        0.45                      2
-- per-stage QoR --
stage | hold slack (ns) | total power, mW
final | 0.452 | 1.99
after global routing | 0.462 | 2.07
after CTS | 0.452 | 2.01
after detailed placement | 0.444 | 1.14
after global placement | 0.433 | 1.14
after floorplan | 0.423 | 1.03
-- per-layer routing --
metal	global-route usage [%]	up-vias
met5	0	-
met4	2.26	0
met3	6.87	17
met2	26.7	205
met1	24.8	2330
li1	-	2276
-- state kept, by name (all words and copies together), names as in the netlist --
signal	count
state	4
_IRQ	1
mem	128
-- cell families (layout without fill, tap and decap cells) --
logic type / after synthesis / after routing / synth area share [%]
adder cells (fa/ha/maj): 2 / 2 / 0.368
XOR/XNOR: 27 / 27 / 3.48
AND/OR/NAND/NOR: 253 / 253 / 18.7
AND-OR/OR-AND: 58 / 58 / 6.02
flip-flops: 133 / 133 / 58.0
other: 1 / 29 / 0.0552
multiplexers: 33 / 33 / 10.8
buffers and inverters: 45 / 128 / 2.61
-- cell usage in the layout, fill, tap and decap left out, types with 3 or more instances in the layout --
| cell | Yosys | final |
|---|---|---|
| sky130_fd_sc_hd__edfxtp_1 | 128 | 128 |
| sky130_fd_sc_hd__nor2_1 | 81 | 81 |
| sky130_fd_sc_hd__clkdlybuf4s50_1 | 0 | 67 |
| sky130_fd_sc_hd__nand2_1 | 43 | 43 |
| sky130_fd_sc_hd__mux4_2 | 32 | 32 |
| sky130_fd_sc_hd__nand3_1 | 30 | 30 |
| sky130_fd_sc_hd__conb_1 | 1 | 28 |
| sky130_fd_sc_hd__nor3_1 | 24 | 23 |
| sky130_fd_sc_hd__a21oi_1 | 20 | 20 |
| sky130_fd_sc_hd__xor2_1 | 19 | 19 |
| sky130_fd_sc_hd__buf_4 | 0 | 19 |
| sky130_fd_sc_hd__clkbuf_16 | 0 | 17 |
| sky130_fd_sc_hd__and2_1 | 14 | 14 |
| sky130_fd_sc_hd__and3_1 | 12 | 12 |
| sky130_fd_sc_hd__nor4_1 | 13 | 11 |
| sky130_fd_sc_hd__a221oi_1 | 9 | 9 |
| sky130_fd_sc_hd__inv_1 | 8 | 8 |
| sky130_fd_sc_hd__xnor2_1 | 8 | 8 |
| sky130_fd_sc_hd__clkinv_2 | 0 | 7 |
| sky130_fd_sc_hd__nor4_2 | 4 | 6 |
| sky130_fd_sc_hd__or4_1 | 6 | 6 |
| sky130_fd_sc_hd__or3_1 | 6 | 6 |
| sky130_fd_sc_hd__or2_2 | 5 | 5 |
| sky130_fd_sc_hd__dfxtp_1 | 5 | 5 |
| sky130_fd_sc_hd__nand4_1 | 4 | 4 |
| sky130_fd_sc_hd__bufinv_16 | 0 | 4 |
| sky130_fd_sc_hd__nand2b_1 | 3 | 3 |
| sky130_fd_sc_hd__o21ai_0 | 4 | 3 |
| sky130_fd_sc_hd__o211ai_1 | 3 | 3 |
-- area by class of cell --
class                      count  area, um^2
clock inverter                13         163
antenna                        1        2.50
multi-input combinational    401        2810
sequential                   133        3940
clock buffer                  19         433
fill                        2101       13500
tap                          280         350
inverter                       8        30.0
timing repair buffer          88         823
-- worst min-delay path, delay by kind of cell, from the launching register on --
family | cells | cell delay [ns]
flip-flops | 1 | 0.30
AND/OR/NAND/NOR | 2 | 0.11
-- report_power, final --
group / total [mW] / switching [mW] / internal [mW]
logic: 0.213 / 0.103 / 0.110
registers: 0.911 / 0.0252 / 0.885
clock network: 0.869 / 0.305 / 0.564
Power and IR drop assume default switching activity.
